==> flow/design.v <==
module Filter_SP #(
    parameter FILTER_WIDTH = 16,
    parameter FILTER_ROW = 12
) (
    input clk,
    input rst,
    input [FILTER_WIDTH-1:0] din,
    input [$clog2(FILTER_ROW)-1:0] raddr,
    input [$clog2(FILTER_ROW)-1:0] waddr,
    input ren,
    input wen,
    input chip_en,
    output reg [FILTER_WIDTH-1:0] dout
);
    reg [FILTER_WIDTH-1:0] mem [FILTER_ROW-1:0];
    integer i;
    always @(posedge clk or posedge rst) begin
        if (rst) begin
            for (i = 0; i < FILTER_ROW; i = i + 1) begin
                mem[i] <= 0;
            end
            dout <= 0;
        end else begin
            if (chip_en) begin
                if (wen) begin
                    mem[waddr] <= din;
                end
                if (ren) begin
                    dout <= mem[raddr];
                end
            end else begin
                if (ren) begin
                    dout <= mem[raddr];
                end else if (wen) begin
                    mem[waddr] <= din;
                end
            end
        end
    end
endmodule
==> flow/run.sh <==
#!/bin/bash
# OpenROAD 26Q1-2900-gdf79404cd8, Yosys 0.63+post, stock flow scripts
make -C /OpenROAD-flow-scripts/flow DESIGN_CONFIG=/design/flow/config.mk WORK_HOME=/design/flow/orfs finish
==> flow/config.mk <==
export PLATFORM = sky130hd
export DESIGN_NAME = Filter_SP
export DESIGN_NICKNAME = Filter_SP
export VERILOG_FILES = /design/flow/design.v
export SDC_FILE = /design/flow/constraint.sdc
export NUM_CORES = 4
export LEC_CHECK = 1
export CORE_UTILIZATION = 50
==> flow/constraint.sdc <==
current_design Filter_SP

set clk_period 2.1
set clk_io_pct 0.2

create_clock -name clk0 -period $clk_period [get_ports {clk}]

set non_clock_inputs [all_inputs -no_clocks]
set_input_delay [expr $clk_period * $clk_io_pct] -clock clk0 $non_clock_inputs
set_output_delay [expr $clk_period * $clk_io_pct] -clock clk0 [all_outputs]
==> out/metrics.csv <==
stage;metric;value;unit
sta;finalSetupTns;0;ps
sta;finalMaxSlewViolations;0;
global_route;antenna_found_initial;0;
global_route;grt_pass1_vias;6606;
route;antenna_left;0;
logic_synthesis;synth-edff-count;0;
clocking;clk_path_buf_depth;3;
place;placed_area;0.0109;mm^2
route;wl_per_cell;22.8;um
pwr;intPower;0.00840;W
global_route;grt_usage;0.272;
global_route;grt_pass1_wl;38.8;mm
setup_path;max_stage_delay;440;ps
place;port_buffers;44;
sta;relSlewSlack;0.531;
cells_and_area;final_cells;1073;
clocking;cts-htree-levels;1;
logic_synthesis;avgSynthCellArea;13.4;um^2
clocking;cts_root_buf;clkbuf_16;
pwr;peakVddDrop;0.812;mV
floorplan;core;0.0188;mm^2
sta;final-setup-viol-count;0;
pwr;combPwrFrac;0.168;
pwr;swShare;0.249;
pwr;p_seq_frac;0.484;
sta;fin_crit_sh;0.993;
logic_synthesis;ys_seq_share;0.537;
sta;clock_skew;13.6;ps
logic_synthesis;synthDominantCellAreaShare;0.537;
setup_path;critPathLaunchType;input port;
floorplan;die_w;141;um
logic_synthesis;ys_cells;723;
setup_path;worstPathArrival;2460;ps
sta;hold_viol_final;0;
clocking;clock_latency;510;ps
clocking;cts_tree;yes;
pwr;power.switching;0.00279;W
logic_synthesis;synthesis.area;0.00969;mm^2
pwr;power_density;960;mW/mm^2
global_route;grt_overflow;0;
logic_synthesis;synth_cells;723;
global_route;grt_max_degree;42;
route;avgViaCountPerCell;5.97;
route;vias;6407;
setup_path;slowest_stage;clkdlybuf4s50_1;
route;n_antenna_cell;0;
cells_and_area;design_area;0.0117;mm^2
setup_path;path_cells;clkdlybuf4s50_1, buf_4, ha_2, buf_12, a221oi_1, a211oi_1, a2111oi_1, o22ai_1;
route;drt_iter0_markers;268;
logic_synthesis;synth_top_cell_by_area;dfrtp_1;
floorplan;dieArea;0.0199;mm^2
place;dp_hpwl;15.2;mm
setup_path;crit_required;2470;ps
clocking;cts.sinks;208;
setup_path;critical_path_class;in2reg;
route;routed_wl;24.5;mm
job;cap_violations;0;
pwr;clockPowerShare;0.348;
sta;finalCriticalPeriod;2080;ps
setup_path;worst-path-max-fanout;11;
logic_synthesis;ys_warn_count;2;
logic_synthesis;synth_top_flop_cell;dfrtp_1;
floorplan;row_count;50;
floorplan;chipHeight;141;um
logic_synthesis;async_reset_ff_frac;1.00;
floorplan;fp_util;0.514;
floorplan;ios;45;
logic_synthesis;synth.distinct_cells;56;
clocking;cts-buffers-inserted;23;
cells_and_area;syn_to_final_growth;20.3;%
clocking;cts-hold-fix-buffers;0;
logic_synthesis;ys.flops;208;
min_path;hold_path.class;in2async;
sta;fmax;0.480;GHz
run_status;status;completed;
logic_synthesis;yosysChipArea;0.00969;mm^2
place;place.gp.congestion;0.886;
sta;rsz0062_at_grt;no;
cells_and_area;n_fill_cell;1415;
place;dp_cells;1033;
route;first_pass_iters;5;
logic_synthesis;area_leaders;dfrtp_1, mux2_2, mux2_4, mux2i_1, a221oi_1;
pwr;p_leak;5.02;nW
cells_and_area;drive_gt1_frac;0.395;
sta;whs;358;ps
route;drc;0;
clocking;clkTransAtPathRegs;60;ps
job;tool_warnings;28;
setup_path;critPathCaptureType;register;
sta;worstMarginPinSlew;701;ps
==> layout by cell type, fill, tap and decap left out, types with 7 or more instances in the layout <==
cell type,n
a221oi_1,15
mux2_2,175
a31oi_1,7
a32oi_1,7
nor2_1,16
a22o_1,10
inv_1,9
buf_12,24
a22oi_1,17
mux2_4,10
a211oi_1,10
mux2i_1,14
o21ai_0,10
nand2b_1,14
a21oi_1,10
dfrtp_1,208
clkdlybuf4s50_1,42
a32o_1,13
clkbuf_16,23
o22ai_1,15
nand2_1,15
mux2_1,11
buf_4,51
==> through the flow <==
step	setup slack (ps)	utilization	power [W]
CTS	48.6	0.618	0.0113
global route	9.02	0.619	0.0117
global placement	-360	0.579	0.00727
floorplan	-1020	-	0.00666
detailed placement	-466	0.579	0.00734
finish	15.7	0.619	0.0112
==> synth_stat cells (2+ instances only) <==
cell	count
mux2i_1	14
a2111oi_0	4
nor2_1	16
a31oi_1	7
o211ai_1	4
a221oi_1	15
a21oi_1	10
nand2b_1	14
nand3_1	6
buf_6	11
mux2_4	10
nand4bb_1	3
and3_1	2
mux2_1	11
nor2b_1	4
a32o_1	13
buf_4	11
o22ai_1	15
o221ai_1	3
buf_2	23
a221o_1	2
inv_1	10
nor3_4	3
o21ai_1	2
a211oi_1	10
mux2_2	175
a22oi_1	17
ha_1	3
o21ai_0	10
o22a_1	2
a22o_1	10
a32oi_1	7
clkbuf_1	23
nand4_1	2
dfrtp_1	208
nand2_1	15
nor2_2	6
a222oi_1	4
==> power by group through the flow <==
stage	Clock (W)	Sequential [W]	Combinational (W)
4_1_cts	0.00397	0.00541	0.00189
5_1_grt	0.00411	0.00553	0.00206
6_report	0.00389	0.00542	0.00188
==> registers in the layout, indices dropped and copies added, names as in the netlist <==
signal / cells
dout: 16
mem: 192
==> kinds of logic after synthesis <==
kind of cell,synth area share
AND-OR/OR-AND,0.111
adder cells (fa/ha/maj),0.00388
buffers and inverters,0.0464
flip-flops,0.537
multiplexers,0.246
AND/OR/NAND/NOR,0.0548
==> layout make-up <==
cell class / count / area, um^2 / area share
flip-flops and latches: 208 / 5200 / 0.447
multi-input cells: 436 / 4050 / 0.347
well taps: 260 / 325 / 0.0279
repair buffers: 119 / 1290 / 0.111
clock inverters: 9 / 76.3 / 0.00655
inverters: 10 / 41.3 / 0.00354
clock buffers: 31 / 666 / 0.0571
==> worst paths after layout <==
check	start	endpoint	slack, ps	cells after the start
setup / recovery	raddr[3]	dout[9]	20	8
hold / removal	rst	mem[7][12]	360	2
setup reg to reg	mem[9][9]	dout[9]	590	4
hold reg to reg	mem[3][0]	mem[3][0]	490	1
max in group asynchronous	rst	mem[5][8]	1150	3
min in group clk0	mem[3][0]	mem[3][0]	490	1
==> what timing repair did <==
item / CTS / global route
setup buffers: 0 / 0
endpoints found under the setup margin: 0 / 4
gates resized: 0 / 4
hold endpoints to repair: 0 / 0
==> worst max-delay path, delay by kind of cell <==
family	cells	cell delay [ps]
adders and majority gates	1	280
buffers and inverters	3	770
AOI/OAI and AO/OA	4	990
==> routing by layer <==
layer | part of all wire | track usage
met5 | 0 | 0
met4 | 0.019 | 0.0486
met3 | 0.074 | 0.0768
met2 | 0.45 | 0.403
met1 | 0.45 | 0.427
Power is estimated from default activity; no workload was simulated.
