==> design/flow/design.v <==
module Ram 
#(
    parameter WIDTH = 16,
    parameter SIZE = 8
)
(
    input clk,
    input rst,
    input ld,
    input [(SIZE*WIDTH)-1:0] par_in,       
    output reg [(SIZE*WIDTH)-1:0] par_out  
);
    reg [WIDTH-1:0] regblock [0:SIZE-1];  
    integer i;
    always @(posedge clk) begin
        if (rst) begin
            for (i = 0; i < SIZE; i = i + 1) begin
                regblock[i] <= {WIDTH{1'b0}};
            end
        end else if (ld) begin
            for (i = 0; i < SIZE; i = i + 1) begin
                regblock[i] <= par_in[i*WIDTH +: WIDTH];
            end
        end
    end
    always @(*) begin
        for (i = 0; i < SIZE; i = i + 1) begin
            par_out[i*WIDTH +: WIDTH] = regblock[i];
        end
    end
endmodule
==> design/flow/run.sh <==
#!/bin/bash
# OpenROAD 26Q1-2900-gdf79404cd8, Yosys 0.63+post, stock flow scripts
make -C /OpenROAD-flow-scripts/flow DESIGN_CONFIG=/design/flow/config.mk WORK_HOME=/design/flow/orfs finish
==> design/flow/config.mk <==
export PLATFORM = sky130hd
export DESIGN_NAME = Ram
export DESIGN_NICKNAME = Ram
export VERILOG_FILES = /design/flow/design.v
export SDC_FILE = /design/flow/constraint.sdc
export NUM_CORES = 4
export LEC_CHECK = 1
export CORE_UTILIZATION = 40
==> design/flow/constraint.sdc <==
current_design Ram

set clk_period 1.0
set clk_io_pct 0.2

create_clock -name clk0 -period $clk_period [get_ports {clk}]

set non_clock_inputs [all_inputs -no_clocks]
set_input_delay [expr $clk_period * $clk_io_pct] -clock clk0 $non_clock_inputs
set_output_delay [expr $clk_period * $clk_io_pct] -clock clk0 [all_outputs]
==> changes_impl.md <==
## Flow update

* Status: finished, violations left
* Failing checks: setup timing
* Num CTS Buffers at 17
* Final Cell Area at 7450 um^2
* RSZ-0062 raised after global routing: yes
* Internal cell power at 9.98 mW
* Layout filler cell count at 907
* Via density per instance at 4.55
* CP top delay family: flip-flops
* Ys cells at 412
* Worst-margin pin slew at 0.284 ns
* Fp_density at 0.409
* Mapped Cells at 412
* Clock tree buffer depth at 2
* Clock latency (worst-skew pair) at 0.41 ns
* CP Buf/Inv Count at 1
* Max reg flops at 128
* Hold_ws at 0.133 ns
* Worst-path fanout max at 2
* Sw frac at 0.216
* Flop area at 2720 um^2
* Clock-pin transition on the worst setup and hold timing paths at 0.05 ns
* Total GRT Usage at 0.206
* Antenna violations before repair at 1
* Num rows at 39
* Hold-fix buffer count after cts at 0
* Util after Layout at 0.655
* Yosys stat chip area at 4650 um^2
* Worst path max stage delay at 0.32 ns
* Post-route DRC at 0
* Final WS setup at -0.0393 ns
* Logic area at 1760 um^2
* Final setup viols at 128
* Cell Type Count at 7
* Hold Crit Class: in2reg
* Max Slew Vio Count at 0
* Arrival time at the worst endpoint at 0.84 ns
* Cell Area, Placed at 7330 um^2
* Max_cap viols at 0
* Mapped Area at 4650 um^2
* Final WL at 12.6 mm
* Grt peak-use layer: met2
* Static Leak at 3.67 nW
* Largest net degree at the start of global routing at 40
* Clk pwr share at 0.435
* Antenna cells at 0
* Area Growth Syn to Fin at 60.1%
* Met2 Use GR at 0.337
* Grt ovf at 0
* Worst setup SP type: register
* PwrDens at 1710 nW/um^2
* CTS Root Cell: clkbuf_16
* Largest Register: regblock
* Worst VDD drop at 1.37 mV
* Gpl congestion at 0.775
* Count of tool warnings at 28
* Worst slew margin at 0.811
* Pre-CTS setup slack at -0.0475 ns
* WL per Instance at 15.1 um
* Clk_skew at 0 ns
* Clock Sinks at 128
* Seq pwr share at 0.441
* Slowest CP cell: dfxtp_2
* Met3 Use GR at 0.0931
* Via count at 3806
* WS Path Type: reg2out
* Largest regs: regblock (128)
* Die area at 12100 um^2
* I/O pins at 259
* Syn Area/Cell at 11.3 um^2
* Die Height at 110 um
* Inst Count DP at 801
* Achievable frequency at 0.962 GHz
* First-pass GRT wire length at 18.2 mm
* Die Span X at 110 um
* Met1 Usage GRT at 0.262
* Layout cells sized above 1 at 0.440
* CP Capture Type: primary output
* Core area at 11400 um^2
* Post-Layout Cell Count at 836
* Combinational Power Share at 0.124
* Critical-path cell list: buf_2
* Sw power at 2.74 mW
* Tcrit/Tclk final at 1.04
* IO buf count at 258
* TritonRoute pass-1 iters at 4
* Sequential share of the synthesized area at 0.551
* CTS tree: done
* Synth warn at 2
* Worst Path Required at 0.80 ns
* Final Hold Vio Count at 0
* DP Wirelength at 9.13 mm
* Iteration-0 DRC Markers at 138
* Seq cells post-synth at 128
* H-tree levels at 4
* Minimum clock period at 1.04 ns
* Number of global-route vias before repair at 3523
* Antenna-violating nets left at 0
-- timing repair --
item	in CTS	in global routing
setup endpoints to repair	128	128
setup buffers	2	1
pin swaps	0	0
resized	529	3
-- layout make-up --
cell class | instances | share of cell area
Clock inverter | 6 | 0.00403
Tap cell | 143 | 0.0240
Timing Repair Buffer | 277 | 0.302
Clock buffer | 26 | 0.0684
Sequential cell | 128 | 0.366
Multi-Input combinational cell | 256 | 0.237
-- cell usage after synthesis, drive strengths merged --
cell / count / area, um^2
dfxtp: 128 / 2560
nor2: 128 / 480
buf: 17 / 287
clkbuf: 11 / 41.3
mux2i: 128 / 1280
-- routing by layer --
layer / up-vias / wire (um)
li1: 1902 / -
met1: 1719 / 5020
met2: 168 / 5800
met3: 15 / 1590
met4: 2 / 208
met5: - / 13
-- power groups by stage --
| stage | Sequential (mW) | Clock (mW) | Combinational, mW |
|---|---|---|---|
| after CTS | 5.60 | 5.67 | 1.59 |
| after global routing | 5.64 | 5.87 | 1.73 |
| final | 5.61 | 5.54 | 1.57 |
-- cell usage in the layout (no fill, tap or decap) --
| cell type | netlist | final |
|---|---|---|
| buf_2 | 3 | 122 |
| buf_6 | 1 | 7 |
| clkdlybuf4s50_1 | 0 | 128 |
| clkbuf_8 | 0 | 5 |
| mux2i_1 | 128 | 128 |
| clkbuf_16 | 0 | 17 |
| dfxtp_2 | 0 | 128 |
| buf_4 | 0 | 10 |
| buf_12 | 13 | 10 |
| nor2_1 | 128 | 128 |
| clkinv_2 | 0 | 6 |
| clkbuf_1 | 11 | 4 |
-- through the flow --
step	total power [mW]	TNS, ns
CTS	12.9	-5.58
global route	13.2	-7.04
detailed placement	7.49	-1.10
global placement	7.48	-0.161
floorplan	6.28	0
finish	12.7	-3.03
-- path summary, 6_finish.rpt --
kind	startpoint	to	slack (ns)	cells after the start
setup / recovery	regblock[5][0]$_SDFFE_PP0P_	par_out[80]	-0.04	1
hold / removal	rst	regblock[6][7]$_SDFFE_PP0P_	0.13	2
setup reg to reg	regblock[6][6]$_SDFFE_PP0P_	regblock[6][6]$_SDFFE_PP0P_	0.28	3
hold reg to reg	regblock[5][8]$_SDFFE_PP0P_	regblock[5][8]$_SDFFE_PP0P_	0.48	2
-- cells by family after synthesis --
family	Yosys count	share of synthesized area
multiplexers	128	0.275
buffers and inverters	28	0.0705
flip-flops	128	0.551
AND/OR/NAND/NOR	128	0.103
Power figures rest on the tool's default switching activity, not on a simulated workload.
