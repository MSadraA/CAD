===== design/flow/run.sh =====
#!/bin/bash
# OpenROAD 26Q1-2900-gdf79404cd8, Yosys 0.63+post, stock flow scripts
make -C /OpenROAD-flow-scripts/flow DESIGN_CONFIG=/design/flow/config.mk WORK_HOME=/design/flow/orfs finish

===== design/flow/config.mk =====
export PLATFORM = sky130hd
export DESIGN_NAME = Logic
export DESIGN_NICKNAME = Logic
export VERILOG_FILES = /design/flow/design.v
export SDC_FILE = /design/flow/constraint.sdc
export NUM_CORES = 4
export LEC_CHECK = 1
export CORE_AREA = 10 10 73 73
export DIE_AREA = 0 0 83 83

===== design/flow/constraint.sdc =====
current_design Logic

set clk_period 3.7
set clk_io_pct 0.2

create_clock -name clk0 -period $clk_period

set non_clock_inputs [all_inputs -no_clocks]
set_input_delay [expr $clk_period * $clk_io_pct] -clock clk0 $non_clock_inputs
set_output_delay [expr $clk_period * $clk_io_pct] -clock clk0 [all_outputs]

===== design/flow/design.v =====
module Array_selector
#(
    parameter SIZE = 16,                           
    parameter K = 8                                
)
(
    input [($clog2(K) + $clog2(SIZE)) * K - 1:0] inputs,   
    output reg [(SIZE * $clog2(K)) - 1:0] results          
);
    genvar i;
    generate
        for (i = 0; i < SIZE; i = i + 1) begin : selector_inst
            wire [$clog2(K)-1:0] final_result;
            Selector #(
                .SIZE(SIZE),
                .K(K)
            ) selector_inst (
                .N(i[$clog2(SIZE) - 1 : 0]),                     
                .inputs(inputs),           
                .final_result(final_result)   
            );
            always @(*) begin
                results[(i+1) * $clog2(K) - 1 -: $clog2(K)] = final_result;
            end
        end
    endgenerate
endmodule
module Concat 
#(
    parameter K  = 4,
    parameter SIZE = 16
)
(
    input [(K * $clog2(SIZE)) - 1 : 0] in,
    output [($clog2(SIZE) + $clog2(K)) * K - 1 : 0] out
);
    localparam IN_WIDTH = $clog2(SIZE);
    localparam OUT_WIDTH = $clog2(SIZE) + $clog2(K);
    genvar i;
    generate
        for (i = 0; i < K; i = i + 1) begin : gen_block
            if(K != 1) 
                assign out[OUT_WIDTH * (i + 1) - 1 : OUT_WIDTH * i] = 
                    {in[(IN_WIDTH * (i + 1)) - 1 : IN_WIDTH * i], i[$clog2(K) - 1 : 0]};
            else
                assign out[OUT_WIDTH * (i + 1) - 1 : OUT_WIDTH * i] = 
                    {in[(IN_WIDTH * (i + 1)) - 1 : IN_WIDTH * i], i};
        end
    endgenerate
endmodule
module Generator 
#(
    parameter SIZE = 16 ,  
    parameter K = 4
)
(
    input [$clog2(SIZE)-1:0] num_in,  
    output reg [($clog2(SIZE) * K) - 1:0] num_out  
);
    integer i;
    always @(*) begin
        num_out = 0;
        for (i = 0; i < K; i = i + 1) begin
            num_out[($clog2(SIZE) * (i + 1)) - 1 -: $clog2(SIZE)] = (num_in + i) % SIZE;  
        end
    end
endmodule
module Logic
#(
    parameter SIZE = 16,                           
    parameter K = 8                                
)
(
    input [$clog2(SIZE)-1:0] address_in,  
    output [($clog2(SIZE) * K) - 1:0] generated_nums,           
    output [(SIZE * $clog2(K)) - 1:0] final_result   
);
    wire [($clog2(K) + $clog2(SIZE)) * K - 1:0] inputs_to_array;  
    Generator #(
        .SIZE(SIZE),
        .K(K)
    ) generator_inst (
        .num_in(address_in),                     
        .num_out(generated_nums)                 
    );
    Concat #(
        .SIZE(SIZE),
        .K(K)
    ) concat_inst (
        .in(generated_nums),                     
        .out(inputs_to_array)                    
    );
    Array_selector #(
        .SIZE(SIZE),
        .K(K)
    ) array_selector_inst (
        .inputs(inputs_to_array),                
        .results(final_result)                   
    );
endmodule
module Selector
#(
    parameter SIZE = 16,                           
    parameter K = 8                            
)
(
    input [$clog2(SIZE)-1:0] N,                    
    input [($clog2(K) + $clog2(SIZE)) * K - 1:0] inputs,  
    output reg [$clog2(K)-1:0] final_result           
);
    wire [$clog2(K)-1:0] result [0:K-1];
    genvar i;
    generate
        for (i = 0; i < K; i = i + 1) begin : match_check
            wire [$clog2(SIZE)-1:0] addr_part = inputs[(i+1) * ($clog2(K) + $clog2(SIZE)) - 1 -: $clog2(SIZE)];
            wire [$clog2(K)-1:0] data_part = inputs[i * ($clog2(K) + $clog2(SIZE)) +: $clog2(K)];
            assign result[i] = (addr_part == N) ? data_part : {K{1'b0}};
        end
    endgenerate
    integer j;
    always @(*) begin
        final_result = 0;
        for (j = 0; j < K; j = j + 1) begin
            final_result = final_result | result[j];
        end
    end
endmodule

==> datasheet_impl.txt <==
Table: implementation figures

Parameter                              Value

Worst setup path
  Worst endpoint data arrival time    2.85 ns
  Top cell family by delay on the critical path    buffers and inverters
  Max stage delay on crit path    0.50 ns
  Cells along the critical path    dlygate4sd2_1 > inv_2 > ha_2 > a21boi_2 > xnor2_2 > clkinvlp_4 > mux2i_4 > a22o_1 > clkdlybuf4s50_1
  Crit Path Max Fanout    6
  Worst path required time    2.96 ns
  Kind of start point of the critical path    input pin
  Critical path type    in2out
  Standard cell with the maximum stage delay on the critical path    sky130_fd_sc_hd__clkdlybuf4s50_1
  Count of buffering cells on the critical path with inverters included    4
  Critical path capture point type    output pin

Power and ir drop
  Pwr dens    173 mW/mm^2
  Peak ir drop on the vdd network    0.0000866 V
  Total leakage power    1.24 nW
  Total Power    0.482 mW

GRT
  Number of antenna violations at the first check in global routing    0
  Maximum number of pins on one net before global-route repair    19
  Overflow left after global routing    0
  Global-route wire length before repair    11000 um
  GRT Total Usage    18.4%
  Vias in the first global route    2072

Synth
  Post-synthesis chip area from yosys    0.00163 sq mm
  Most popular library cell in the synthesized design by count    sky130_fd_sc_hd__a22o_1
  Post-synthesis instance total    211
  Synth cell count leaders    sky130_fd_sc_hd__a22o_1, sky130_fd_sc_hd__ha_1, sky130_fd_sc_hd__nor2_1, sky130_fd_sc_hd__a221o_1, sky130_fd_sc_hd__buf_4
  Post-Synthesis Mean Instance Area    7.73 sq um
  Fraction of the mapped netlist area in simple logic gates    12.7%
  Ys Warns    3
  Complex-gate fraction of the synthesized area    41.2%
  Area fraction of the dominant cell type after synthesis    16.7%
  Total cells reported by yosys after synthesis    211
  FA/HA/MAJ Cells, Area Fraction    13.0%
  Mux contribution to synthesized area    6.22%
  Number of unique standard cell types used by synthesis    42
  Area of the mapped netlist    0.00163 sq mm
  Area contributors post-synth    sky130_fd_sc_hd__a22o_1, sky130_fd_sc_hd__ha_1, sky130_fd_sc_hd__a221o_1
  Combinational family with the most area after synthesis    AND-OR/OR-AND gates
  Register share after synthesis    0%
  Xor-xnor portion of the synthesized cell area    11.2%
  Top cell type by total area after synthesis    sky130_fd_sc_hd__a22o_1

Placed design
  Placer congestion estimate    0.949
  Post-DP HPWL    5420 um
  Instance area at placement    0.00275 sq mm
  Post-placement worst setup slack    -0.153 ns
  IO buf count    84

Min path
  Worst hold endpoint    generated_nums[1]
  Type of the most critical hold path    in2out
  Worst hold path depth    3
  Worst min-delay path startpoint    address_in[1]

Timing
  Worst setup margin    0.110 ns
  Unrepaired setup endpoints after global routing    no
  Worst rel slew slack    59.2%
  Final Critical Period    3.59 ns
  Final hold vios    0
  Max frequency    279 MHz
  Count of final max-slew check failures    0
  Final number of setup-violating endpoints    0
  Worst slew pin tran    0.612 ns
  Part of the cycle the worst path needs    97.0%

Floorplanning
  Std-Cell Rows    22
  Die Area    0.00689 sq mm
  Die outline height    83 um
  Number of I/O pins    84
  Standard cell core area    0.00374 sq mm
  Die boundary width    83 um
  Init Core Util    43.5%

Cells and area
  Post-route cell area    0.00279 sq mm
  Count of clock-net buffers in the final layout    0
  Layout cell share with drive strength beyond 1    24.5%
  Sequential cell count of the final layout    0
  Post-synthesis to final-layout area growth    71.1%
  FF/Latch Area    0 sq um
  Finished Core Util    74.5%

Routing
  Number of DRC violations after detailed routing    0
  DR vias    2072
  Number of nets with antenna violations after routing    0
  Detailed Route Iter0 Violations    122
  Overall routed net length    6730 um
  Ant. Diodes    0
  Routed WL per cell    18.4 um
  Number of iterations in the first detailed-routing pass    4
  Via density per instance    5.66

Status
  Status    finished clean

Flow run
  Max_cap viols    0
  Log Warnings    47
[cells in the final DEF (no fill, tap or decap), types with 3 or more instances in the layout]
cell type,instances
sky130_fd_sc_hd__clkdlybuf4s50_1,80
sky130_fd_sc_hd__buf_4,53
sky130_fd_sc_hd__a22o_1,31
sky130_fd_sc_hd__nor2_1,17
sky130_fd_sc_hd__a221o_1,16
sky130_fd_sc_hd__ha_1,13
sky130_fd_sc_hd__xnor2_1,12
sky130_fd_sc_hd__nand2_1,12
sky130_fd_sc_hd__inv_1,7
sky130_fd_sc_hd__o2bb2ai_1,6
sky130_fd_sc_hd__o21ai_0,6
sky130_fd_sc_hd__inv_2,5
sky130_fd_sc_hd__a21oi_1,3
sky130_fd_sc_hd__nand2b_1,3
sky130_fd_sc_hd__mux2i_1,3
sky130_fd_sc_hd__o211ai_1,3
sky130_fd_sc_hd__o22ai_1,3
sky130_fd_sc_hd__nor3_1,3
sky130_fd_sc_hd__a211o_1,3
sky130_fd_sc_hd__ha_2,3
sky130_fd_sc_hd__dlygate4sd2_1,3
[power breakdown]
group	total [mW]	switching, mW	internal [mW]	leakage [nW]
combinational	0.482	0.190	0.292	1.24
sequential	0	0	0	0
clock	0	0	0	0
[per-stage QoR]
step	hold slack, ns	instances	setup TNS, ns
finish	2.11	366	0
global route	2.14	366	0
CTS	2.29	366	0
detailed placement	2.47	363	-4.94
global placement	2.47	363	-3.88
floorplan	1.55	211	0
[layout make-up]
type	count	area, sq um
fill	311	953
timing repair inverter	1	7.51
inverter	12	45.0
timing repair buffer	140	1280
multi-input combinational	165	1400
tap	48	60.1
[routing by layer]
metal  part of all wire, %  global-route usage [%]  vias to the layer above
met4                  0.62                    2.31                        0
li1                      -                       -                      998
met5                     0                       0                        -
met1                    42                    23.3                      984
met2                    48                    31.4                       86
met3                   9.3                    4.23                        4
[what timing repair did]
| item | CTS | global route |
|---|---|---|
| buffers inserted | 2 | 0 |
| gates cloned | 1 | 0 |
| resized | 13 | 2 |
| pin swaps | 6 | 2 |
| endpoints found under the setup margin | 47 | 24 |
| hold buffers | 0 | 0 |
[worst max path at each step]
| stage | startpoint | end | slack [ns] | depth (start not counted) |
|---|---|---|---|---|
| CTS | address_in[1] | final_result[0] | 0.04 | 9 |
| global route | address_in[2] | final_result[13] | 0.004 | 9 |
| finish | address_in[2] | final_result[0] | 0.11 | 9 |
[kinds of logic after synthesis]
group | after synthesis
muxes | 7
adders and majority gates | 17
xor gates and xnor gates | 17
buffers and inverters | 46
and+or+nand+nor | 45
AOI/OAI and AO/OA | 79
Power figures rest on the tool's default switching activity, not on a simulated workload.
